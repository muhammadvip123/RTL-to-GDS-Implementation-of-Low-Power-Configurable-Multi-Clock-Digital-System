$ cat design/flow/design.v
module ALU_TOP(
input    wire     [15:0]     A,B,
input    wire     [3:0]      ALU_FUN,
input    wire                clk,
input    wire                RST,
output   wire      [15:0]    Arith_OUT,Logic_OUT,CMP_OUT,Shift_OUT,
output   wire                Carry_OUT,
output   wire                Arith_Flag,Logic_Flag,CMP_Flag,Shift_Flag                
);
wire Arith_EN,Logic_EN,CMP_EN,Shift_EN;
Arithmetic_Unit U_Arith(
.A(A),
.B(B),
.RST(RST),
.clk(clk),
.Arith_EN(Arith_EN),
.ALU_FUN(ALU_FUN),
.Arith_OUT(Arith_OUT),
.ALU_Carry(Carry_OUT),
.Arith_Flag(Arith_Flag)
);
Logic_Unit U_logic(
.A(A),
.B(B),
.RST(RST),
.clk(clk),
.Logic_EN(Logic_EN),
.ALU_FUN(ALU_FUN),
.Logic_OUT(Logic_OUT),
.Logic_Flag(Logic_Flag)
);
CMP_Unit U_CMP(
.A(A),
.B(B),
.RST(RST),
.clk(clk),
.CMP_EN(CMP_EN),
.ALU_FUN(ALU_FUN),
.CMP_OUT(CMP_OUT),
.CMP_Flag(CMP_Flag)
);
Shift_Unit U_Shift(
.A(A),
.B(B),
.RST(RST),
.clk(clk),
.Shift_EN(Shift_EN),
.ALU_FUN(ALU_FUN),
.Shift_OUT(Shift_OUT),
.Shift_Flag(Shift_Flag)
);
Decoder U_Decoder(
.ALU_FUN(ALU_FUN),
.Arith_EN(Arith_EN),
.Shift_EN(Shift_EN),
.CMP_EN(CMP_EN),
.Logic_EN(Logic_EN)
);
endmodule
module Arithmetic_Unit(
input    wire     [15:0]    A,B,
input    wire               clk,Arith_EN,
input    wire     [3:0]     ALU_FUN,
input    wire               RST,
output   reg     [15:0]     Arith_OUT,
output   reg                ALU_Carry,
output   reg                Arith_Flag
);
reg [15:0] Arith_OUT_C;
reg        ALU_Carry_C;
reg        Arith_Flag_C;
always @(*)
begin
if(Arith_EN)
begin
case (ALU_FUN[1:0])
2'b00:
begin
{ALU_Carry_C,Arith_OUT_C}=A+B;
Arith_Flag_C=1'b1;
end
2'b01:
begin
Arith_OUT_C=A-B;
Arith_Flag_C=1'b1;
ALU_Carry_C=1'b0;
end
2'b10:
begin
Arith_OUT_C=A*B;
Arith_Flag_C=1'b1;
ALU_Carry_C=1'b0;
end
2'b11:
begin
Arith_OUT_C=A/B;
Arith_Flag_C=1'b1;
ALU_Carry_C=1'b0;
end
endcase
end
else
begin
Arith_OUT_C=16'b0;
Arith_Flag_C=1'b0;
ALU_Carry_C=1'b0;
end
end
always @(posedge clk or negedge RST)
begin
if(!RST)
begin
Arith_OUT<=16'b0;
ALU_Carry<=1'b0;
Arith_Flag<=1'b0;
end
else
begin
Arith_OUT<=Arith_OUT_C;
ALU_Carry<=ALU_Carry_C;
Arith_Flag<=Arith_Flag_C;
end
end
endmodule
module CMP_Unit(
input    wire     [15:0]     A,B,
input    wire                clk,CMP_EN,
input    wire     [3:0]      ALU_FUN,
input    wire                RST,
output   reg     [15:0]      CMP_OUT,
output   reg                 CMP_Flag
);
reg [15:0] CMP_OUT_C;
reg        CMP_Flag_C;
always @(*)
begin
if(CMP_EN)
begin
case (ALU_FUN[1:0])
2'b00:
begin
CMP_OUT_C=16'b0;
CMP_Flag_C=1'b1;
end
2'b01:
begin
CMP_OUT_C=(A==B)?16'b1:16'b0;
CMP_Flag_C=1'b1;
end
2'b10:
begin
CMP_OUT_C=(A>B)?16'b1:16'b0;
CMP_Flag_C=1'b1;
end
2'b11:
begin
CMP_OUT_C=(A<B)?16'b1:16'b0;
CMP_Flag_C=1'b1;
end
endcase
end
else
begin
CMP_OUT_C=16'b0;
CMP_Flag_C=1'b0;
end
end
always @(posedge clk or negedge RST)
begin
if(!RST)
begin
CMP_OUT<=16'b0;
CMP_Flag<=1'b0;
end
else
begin
CMP_OUT<=CMP_OUT_C;
CMP_Flag<=CMP_Flag_C;
end
end
endmodule
module Decoder(
input       wire    [3:0]     ALU_FUN,
output      reg              Arith_EN,Logic_EN,CMP_EN,Shift_EN
);
always @(*)
begin
case (ALU_FUN[3:2])
2'b00:
begin
Arith_EN=1'b1;
Logic_EN=1'b0;
CMP_EN=1'b0;
Shift_EN=1'b0;
end
2'b01:
begin
Arith_EN=1'b0;
Logic_EN=1'b1;
CMP_EN=1'b0;
Shift_EN=1'b0;
end
2'b10:
begin
Arith_EN=1'b0;
Logic_EN=1'b0;
CMP_EN=1'b1;
Shift_EN=1'b0;
end
2'b11:
begin
Arith_EN=1'b0;
Logic_EN=1'b0;
CMP_EN=1'b0;
Shift_EN=1'b1;
end
endcase
end
endmodule
module Logic_Unit(
input    wire     [15:0]    A,B,
input    wire               clk,Logic_EN,
input    wire     [3:0]     ALU_FUN,
input    wire               RST,
output   reg     [15:0]     Logic_OUT,
output   reg                Logic_Flag
);
reg [15:0] Logic_OUT_C;
reg        Logic_Flag_C;
always @(*)
begin
if(Logic_EN)
begin
case (ALU_FUN[1:0])
2'b00:
begin
Logic_OUT_C=A&B;
Logic_Flag_C=1'b1;
end
2'b01:
begin
Logic_OUT_C=A|B;
Logic_Flag_C=1'b1;
end
2'b10:
begin
Logic_OUT_C=~(A&B);
Logic_Flag_C=1'b1;
end
2'b11:
begin
Logic_OUT_C=~(A|B);
Logic_Flag_C=1'b1;
end
endcase
end
else
begin
Logic_OUT_C=16'b0;
Logic_Flag_C=1'b0;
end
end
always @(posedge clk or negedge RST)
begin
if(!RST)
begin
Logic_OUT<=16'b0;
Logic_Flag<=1'b0;
end
else
begin
Logic_OUT<=Logic_OUT_C;
Logic_Flag<=Logic_Flag_C;
end
end
endmodule
module Shift_Unit(
input    wire     [15:0]     A,B,
input    wire                clk,Shift_EN,
input    wire     [3:0]      ALU_FUN,
input    wire                RST,
output   reg      [15:0]     Shift_OUT,
output   reg                 Shift_Flag
);
reg [15:0] Shift_OUT_C;
reg        Shift_Flag_C;
always @(*)
begin
if(Shift_EN)
begin
case (ALU_FUN[1:0])
2'b00:
begin
Shift_OUT_C=(A>>1);
Shift_Flag_C=1'b1;
end
2'b01:
begin
Shift_OUT_C=(A<<1);
Shift_Flag_C=1'b1;
end
2'b10:
begin
Shift_OUT_C=(B>>1);
Shift_Flag_C=1'b1;
end
2'b11:
begin
Shift_OUT_C=(B<<1);
Shift_Flag_C=1'b1;
end
endcase
end
else
begin
Shift_OUT_C=16'b0;
Shift_Flag_C=1'b0;
end
end
always @(posedge clk or negedge RST)
begin
if(!RST)
begin
Shift_OUT<=16'b0;
Shift_Flag<=1'b0;
end
else
begin
Shift_OUT<=Shift_OUT_C;
Shift_Flag<=Shift_Flag_C;
end
end
endmodule
$ cat design/flow/run.sh
#!/bin/bash
# OpenROAD 26Q1-2900-gdf79404cd8, Yosys 0.63+post, stock flow scripts
make -C /OpenROAD-flow-scripts/flow DESIGN_CONFIG=/design/flow/config.mk WORK_HOME=/design/flow/orfs finish
$ cat design/flow/config.mk
export PLATFORM = sky130hd
export DESIGN_NAME = ALU_TOP
export DESIGN_NICKNAME = ALU_TOP
export VERILOG_FILES = /design/flow/design.v
export SDC_FILE = /design/flow/constraint.sdc
export NUM_CORES = 4
export LEC_CHECK = 1
export CORE_UTILIZATION = 30
$ cat design/flow/constraint.sdc
current_design ALU_TOP

set clk_period 1.0
set clk_io_pct 0.2

create_clock -name clk0 -period $clk_period [get_ports {clk}]

set non_clock_inputs [all_inputs -no_clocks]
set_input_delay [expr $clk_period * $clk_io_pct] -clock clk0 $non_clock_inputs
set_output_delay [expr $clk_period * $clk_io_pct] -clock clk0 [all_outputs]
==> results_dict.tcl <==
# place-and-route summary
set metrics [dict create \
    drt-vias-per-instance 5.19 \
    detailedPlace.worstSlack_ns -23.41 \
    place.detailed.hpwl_um 50400 \
    asyncSetResetFlopFracSynth_pct 100 \
    timing.critical_path.slowest_cell_delay_ns 0.37 \
    synthTopCellsByArea "sky130_fd_sc_hd__ha_1 (19%), sky130_fd_sc_hd__fa_1 (11%), sky130_fd_sc_hd__dfrtp_1 (8.9%)" \
    wl_met2_um 31900 \
    required_ns 1.18 \
    floorplan.core_util_pct 30.4 \
    cts-root-to-sink-buffers 2 \
    syn_inst 1969 \
    area_delta_synth_final_pct 80.4 \
    ys_cells 1969 \
    drv_cap 0 \
    power.leakage_nw 13.1 \
    ir_worst_vdd_mv 2.98 \
    cts-htree-levels 2 \
    final_gp_congestion 1.00 \
    routedWlPerCell_um 19.3 \
    floorplan.die.width_um 227 \
    met1_routed_length_um 28800 \
    clkTransAtPathRegs_ns 0.07 \
    num_vias 18600 \
    io_pins 107 \
    port-buffer-count 91 \
    hold_path_class "primary input to async pin" \
    synth.largest_area_cell "sky130_fd_sc_hd__ha_1" \
    path_delay_family "AND-OR/OR-AND gates" \
    crit_fanout 6 \
    synth_sequential_area_ratio_pct 8.87 \
    die-height_um 227 \
    critical_path.n_buffers_inverters 57 \
    cts.sink_count 54 \
    edf_count 0 \
    met3RoutedLength_um 5570 \
    postSynth.topFlopCell "sky130_fd_sc_hd__dfrtp_1" \
    hold-worst-slack_ns -0.105 \
    cp_slowest_cell "sky130_fd_sc_hd__o211ai_1" \
    sequentialPowerShare_pct 6.6 \
    finalWorstPathRequiredPeriod_ns 23.39 \
    detail-route-antenna-nets 0 \
    worst-setup-path-type "primary input to register" \
    layout.filler_cells 4059 \
    max_freq_ghz 0.0427 \
    critical_path.endpoint_type "register" \
    drt_drc_violations_left 0 \
    finalHoldViolCount 54 \
    placeableCoreArea_mm2 0.0501 \
    violations "hold timing, setup timing" \
    antenna_found_initial 1 \
    drtIter0Drc 1016 \
    worst_setup_path_start_kind "primary input" \
    post_synth_num_cell_types 95 \
    tritoncts "done" \
    drt-total-wl_um 68900 \
    critPathMostFrequentCell "sky130_fd_sc_hd__buf_4" \
    synth_warnings 5 \
    synth_cell_area_mm2 0.0152 \
    comb_power_share_pct 88.7 \
    chip_area_mm2 0.0517 \
    drt-pass1-iter-count 5 \
    top_layer "met5" \
    grt_pass1_vias 17800 \
    setup_viol_count_final 48 \
    dominant_cell_area_share_pct 19.4 \
    final.setup.worst_slack_ns -22.39 \
    slew_limit_fails 0 \
    clock_tree.root_cell "sky130_fd_sc_hd__clkbuf_16" \
    grt_util_all_layers_pct 25.8 \
    grt_start_max_net_pins 55 \
    power_switching_share_pct 45.0 \
    finalClockPeriodUsage_pct 2340 \
    global_route_wire_length_before_repair_um 99900 \
    power_density_mw_per_mm2 1330 \
    cts_made_buffers 5 \
    outcome "complete, but fails checks" \
    count_of_warning_messages_emitted_by_the_tools 66 \
    std_cell_rows 82 \
    critical_path_arrival_ns 23.58 \
    synth_chip_area_mm2 0.0152 \
    power_frac_clock_pct 4.7 \
    overflow 0 \
    power.net_switching_mw 16.5 \
    share_of_layout_cells_above_drive_strength_1_pct 50.7 \
    synth.ff_latch_count 54 \
    synth.avg_cell_area_um2 7.73 \
    internal-power_mw 20.2 \
    grt_setup_unrepaired "true" \
]
[cell families after synthesis]
logic type               after synthesis  synth area share, %
AND/OR/NAND/NOR                      626                 19.4
adder cells (fa/ha/maj)              318                 30.2
AND-OR/OR-AND                        498                 21.5
other                                  1               0.0246
multiplexers                          56                 4.98
XOR/XNOR                             131                 7.53
flip-flops                            54                 8.87
buffers and inverters                285                 7.52
[area by class of cell]
| type | instances | area (um^2) | area share, % |
|---|---|---|---|
| Inverter | 195 | 870 | 3.17 |
| Clock buffer | 5 | 125 | 0.455 |
| Tap cell | 672 | 841 | 3.06 |
| Clock inverter | 3 | 23.8 | 0.0865 |
| Sequential cell | 54 | 1350 | 4.92 |
| Multi-Input combinational cell | 1644 | 15400 | 55.9 |
| Timing Repair Buffer | 1005 | 8900 | 32.4 |
| Antenna cell | 1 | 2.50 | 0.00911 |
[timing repair]
item,4_1_cts,5_1_grt
setup buffers,153,115
resized,409,599
endpoints found under the setup margin,105,101
cloned,2,5
hold endpoints to repair,54,54
pin swaps,140,156
[through the flow]
step                      setup TNS (ns)  instance area [um^2]  cells  utilization, %  power, mW
final                            -189.13                 27500   3579            54.9       36.6
after global routing             -196.64                 27500   3579            54.9       39.4
after CTS                        -196.14                 24800   3473            49.5       32.8
after detailed placement         -227.23                 22300   3311            44.6       28.9
after global placement           -223.42                 22300   3311            44.6       28.7
after floorplan                  -178.23                 16500   1983               -       18.4
[cell usage after synthesis, drive strengths merged (18+ instances only)]
library cell  instances
and3                 18
nor2                205
xor2                 42
a21oi               133
o21ai               108
buf                  34
mux2i                24
ha                  236
or3                  20
a211oi               25
mux2                 18
o211ai               36
o21a                 35
xnor2                89
fa                   82
nor3                 42
clkbuf               56
nand3                44
nor2b                32
inv                 190
a21o                 26
dfrtp                54
a31oi                18
nand2               187
[cell usage in the layout, fill, tap and decap left out, types with 61 or more instances in the layout]
| master | synthesis | layout |
|---|---|---|
| sky130_fd_sc_hd__buf_4 | 15 | 751 |
| sky130_fd_sc_hd__nor2_1 | 205 | 166 |
| sky130_fd_sc_hd__nand2_1 | 187 | 158 |
| sky130_fd_sc_hd__ha_1 | 236 | 156 |
| sky130_fd_sc_hd__inv_1 | 189 | 152 |
| sky130_fd_sc_hd__buf_6 | 1 | 93 |
| sky130_fd_sc_hd__a21oi_1 | 132 | 83 |
| sky130_fd_sc_hd__xnor2_1 | 89 | 82 |
| sky130_fd_sc_hd__fa_1 | 82 | 76 |
| sky130_fd_sc_hd__ha_4 | 0 | 61 |
[per-layer routing]
| metal | global-route usage [%] | up-vias |
|---|---|---|
| met3 | 5.14 | 132 |
| met5 | 0.854 | - |
| met1 | 34.6 | 8927 |
| met4 | 8.16 | 2 |
| met2 | 42.1 | 778 |
| li1 | - | 8752 |
[power groups by stage]
stage                 registers [mW]  logic [mW]  clock network, mW
final                           2.41        32.5               1.73
after global routing            2.43        35.1               1.84
after CTS                       2.41        28.7               1.78
[sequential cells by signal (all words and copies together), names as in the netlist]
signal	count
U_logic.Logic_Flag	1
U_CMP.CMP_OUT	1
U_Arith.Arith_OUT	16
U_Arith.ALU_Carry	1
U_logic.Logic_OUT	16
U_Arith.Arith_Flag	1
U_Shift.Shift_OUT	16
U_Shift.Shift_Flag	1
U_CMP.CMP_Flag	1
[final timing paths]
kind,start,end,slack [ns],depth (start not counted)
setup / recovery,B[9],U_Arith.Arith_OUT[0],-22.39,141
max in group asynchronous,RST,U_logic.Logic_OUT[0],0.89,2
min in group clk0,ALU_FUN[2],U_CMP.CMP_Flag,0.25,3
hold / removal,RST,U_Arith.Arith_OUT[7],-0.10,2
Power figures rest on the tool's default switching activity, not on a simulated workload.
