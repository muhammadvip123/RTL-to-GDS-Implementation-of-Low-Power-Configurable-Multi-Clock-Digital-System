==> /design/flow/design.v <==
module FSM (
input    wire    Data_Valid,Parity_EN,ser_done,CLK,RST,
output   reg              ser_en,busy,excep,
output   reg    [1:0]     mux_sel
);
localparam  [2:0]  IDLE=3'b0,
                   Start_Bit=3'b1,
				   Serial_Data=3'b10,
				   Parity_Bit=3'b11,
				   Stop_Bit=3'b100;
reg  [2:0]  current_state,next_state;
always @(posedge CLK or negedge RST)
begin
if(!RST)
begin
current_state<=IDLE;
end
else
begin
current_state<=next_state;
end
end
always @(*)
begin
ser_en=1'b0;
mux_sel=2'b01;
busy=1'b0;
excep=1'b0;
case(current_state)
IDLE:
begin
ser_en=1'b0;
mux_sel=2'b01;
busy=1'b0;
if(Data_Valid)
begin
next_state=Start_Bit;
end
else
begin
next_state=IDLE;
end
end
Start_Bit:
begin
mux_sel=2'b00;
busy=1'b1;
ser_en=1'b1;
next_state=Serial_Data;
end
Serial_Data:
begin
mux_sel=2'b10;
busy=1'b1;
ser_en=1'b1;
if(ser_done && Parity_EN)
begin
next_state=Parity_Bit;
end
else if(ser_done && (!Parity_EN))
begin
next_state=Stop_Bit;
end
else
begin
next_state=Serial_Data;
end
end
Parity_Bit:
begin
mux_sel=2'b11;
busy=1'b1;
ser_en=1'b0;
next_state=Stop_Bit;
end
Stop_Bit:
begin
mux_sel=2'b01;
busy=1'b1;
ser_en=1'b0;
if(Data_Valid)
begin
next_state=Start_Bit;
excep=1'b1;
end
else
begin
next_state=IDLE;
excep=1'b0;
end
end
endcase
end
endmodule
module MUX (
input   wire   [1:0]    mux_sel,
input   wire            start_bit,stop_bit,ser_data,par_data,
output  reg   TX_OUT
);
always@(*)
begin
case(mux_sel)
2'b00: TX_OUT = start_bit;
2'b01: TX_OUT = stop_bit;
2'b10: TX_OUT = ser_data;
2'b11: TX_OUT = par_data;
endcase
end
endmodule
module Parity_Calc (
input   wire              Data_Valid,PAR_TYP,CLK,RST,busy,excep,
input   wire    [7:0]     P_DATA,
output  reg               par_bit
);
integer i;
reg [7:0] IN_DATA;
reg [2:0] ones_count;
always @(posedge CLK or negedge RST)
begin
if(!RST)
IN_DATA <= 8'b0;
else
begin
if(Data_Valid && !busy || (Data_Valid && excep))
begin
IN_DATA <= P_DATA;
end
end
end
always @(*)
begin
for(i=0;i<8;i=i+1)
begin
if(IN_DATA[i])
ones_count = ones_count+3'b1;
end
if(PAR_TYP)  
begin
if(ones_count[0])  
par_bit = 1'b0;
else
par_bit=1'b1;
end
else if(Data_Valid && !PAR_TYP)  
begin
if(ones_count[0])
par_bit = 1'b1;
else
par_bit=1'b0;
end
else
par_bit=1'b0;
end
endmodule
module Serializer (
input   wire    [7:0]    P_DATA,
input   wire             ser_en,CLK,RST,Data_Valid,busy,excep,
output  reg    ser_data,ser_done
);
integer i;
reg [2:0] bits_count;
reg [7:0] IN_DATA;
always @(posedge CLK or negedge RST)
begin
if(!RST)
begin
ser_data <= 1'b0;
ser_done <= 1'b0;
end
else if((Data_Valid && !busy) || (Data_Valid && excep))
begin
IN_DATA <= P_DATA;
end
else if(ser_en)
begin
ser_data <= IN_DATA[bits_count];
end
else
begin
ser_data <= 1'b0;
end
end
always @(posedge CLK or negedge RST)
begin
if(!RST)
begin
bits_count <= 4'b0;
ser_done <= 1'b0;
end
else if(ser_en)
begin
bits_count <= bits_count+3'b1;
if(bits_count == 3'b111)
begin
ser_done <= 1'b1;
end
end
else
begin
bits_count <= 3'b0;
ser_done   <= 1'b0;
end
end
endmodule
module TOP_Module (
input   wire                CLK,RST,DATA_VALID,PAR_EN,PAR_TYP,
input   wire     [7:0]      P_DATA,
output  wire                TX_OUT,Busy
);
wire  [1:0]  mux_sel;
wire         ser_en,ser_done,ser_data,par_data,excep;
FSM UFSM (
.Data_Valid(DATA_VALID),
.Parity_EN(PAR_EN),
.ser_done(ser_done),
.CLK(CLK),
.RST(RST),
.ser_en(ser_en),
.busy(Busy),
.mux_sel(mux_sel),
.excep(excep)
);
Serializer USER(
.P_DATA(P_DATA),
.ser_en(ser_en),
.CLK(CLK),
.RST(RST),
.Data_Valid(DATA_VALID),
.ser_data(ser_data),
.ser_done(ser_done),
.busy(Busy),
.excep(excep)
);
MUX UMUX (
.mux_sel(mux_sel),
.start_bit(1'b0),
.stop_bit(1'b1),
.ser_data(ser_data),
.par_data(par_data),
.TX_OUT(TX_OUT)
);
Parity_Calc UPC (
.Data_Valid(DATA_VALID),
.PAR_TYP(PAR_TYP),
.P_DATA(P_DATA),
.par_bit(par_data),
.busy(Busy),
.excep(excep)
);
endmodule
==> /design/flow/run.sh <==
#!/bin/bash
# OpenROAD 26Q1-2900-gdf79404cd8, Yosys 0.63+post, stock flow scripts
make -C /OpenROAD-flow-scripts/flow DESIGN_CONFIG=/design/flow/config.mk WORK_HOME=/design/flow/orfs finish
==> /design/flow/config.mk <==
export PLATFORM = sky130hd
export DESIGN_NAME = TOP_Module
export DESIGN_NICKNAME = TOP_Module
export VERILOG_FILES = /design/flow/design.v
export SDC_FILE = /design/flow/constraint.sdc
export NUM_CORES = 4
export LEC_CHECK = 1
export CORE_AREA = 10 10 79 79
export DIE_AREA = 0 0 89 89
==> /design/flow/constraint.sdc <==
current_design TOP_Module

set clk_period 2.8
set clk_io_pct 0.2

create_clock -name clk0 -period $clk_period [get_ports {CLK}]

set non_clock_inputs [all_inputs -no_clocks]
set_input_delay [expr $clk_period * $clk_io_pct] -clock clk0 $non_clock_inputs
set_output_delay [expr $clk_period * $clk_io_pct] -clock clk0 [all_outputs]
==> run summary <==
Implementation results.

The number of antenna violations at the first check in global routing is 0. Warnings raised by the tools during the run amount to 28. Summed over all cells, the static leakage comes to roughly 0.37 nW. The clock tree from TritonCTS is yes. The skew report gives the latency at the later pin of the worst-skew pair as 240 ps. The setup slack on the worst flop-to-flop path is between 1000 and 1500 ps.

The region available for standard cell placement spans 4660 um2. Logic depth along the worst register-to-register path is recorded as 3. The boundary pin count is 15. The number of buffers on the longest clock path is 2. The mapped netlist covers 678 um2. During placement, the flow inserted port buffers numbering 12. The post-layout minimum cycle time is around 2400 ps.

The routed layout has 390 vias. The worst slack at placement is 607 ps. Cells with a size suffix above 1 make up around 6.3% of the layout. The number of global-route vias before repair was 452. The Yosys chip area is 678 um2.

Combinational logic burns around 4.5% of the power. The number of antenna diodes in the final layout is 0. The startpoint kind of the worst setup timing path is a flip-flop.

The area growth from synthesis to layout is 34.3%. Post-CTS timing repair inserted 0 buffers for setup. The script parses the final routing iteration and logs DRC violations as 0. The synthesized design contains 8 enable-type register cells.

The worst hold slack is between 500 and 600 ps. Per the final timing report, the hold violations number 0. The cell count after synthesis came out at 48. The power report lists cell-internal power as 0.350 mW. The share of the core filled with cells is between 10% and 20%. The global-route wire length before repair is 1.90 mm. In this run the power density over the cells is approximately 460 nW/um2. Per the post-CTS timing run, clock transition at the registers of the reported paths is 50 ps. Per the detail_route report, vias per standard cell equal 3.31.

The power dissipated by switching net loads is 0.0688 mW. The dominant register cell in the synthesized netlist is sky130_fd_sc_hd__edfxtp_1. The per-instance average area after synthesis is 14.1 um2.

Setup repair after global routing left no endpoint under its margin. The startpoint of the lowest-slack hold path is USER.ser_data$_DFFE_PN0N_. The final worst slack is 355 ps. The starting density of the core is around 15%. The count of yosys warnings during synthesis is 13. The pin count of the biggest net entering global routing is 9. The share of total power consumed by net switching is 16.4%. The maximum fanout along the worst path is 5. For reference, the critical path cell chain is xor2_1, nand2b_1, ha_1, nor2_1, clkdlybuf4s50_1. The worst setup path is captured at an output pin.

6 endpoints have no timing constraint. The number of gates resized after cts is 0. The highest ir drop seen on vdd is 0.335 mV. The leading area contributor after synthesis is sky130_fd_sc_hd__edfxtp_1. The slowest stage of the critical path belongs to the cell sky130_fd_sc_hd__clkdlybuf4s50_1. In this run the worst setup path begins at UFSM.current_state[0]$_DFF_PN0_.

The final timing report counts setup violations totalling 0. Per the Yosys statistics, synthesis produced 48 cells. The slew check shows that the tightest pin keeps a relative margin of between 70% and 80%. For reference, the most critical setup path is categorized as reg2out. The residual overflow from global routing is 0. Measured along the x axis, the die boundary spans 89 um. In the post-synthesis netlist, the biggest area contributors are sky130_fd_sc_hd__edfxtp_1, sky130_fd_sc_hd__dfrtp_1, sky130_fd_sc_hd__dlxtn_1. Of all flip-flops after synthesis, the portion carrying an async set or reset was around two fifths. The transition time recorded at the tightest slew-check pin is 350 ps. The die area is approximately 8000 um2. The number of maximum-capacitance violations recorded for the run is 0. The die extent in y is 89 um. The average detailed-routed wire length per instance is 9.14 um. The half-perimeter wire length after detailed placement is 868 um. The cell sitting at the root of the clock tree is a sky130_fd_sc_hd__clkbuf_8. The run finished with clean final reports.

Leaving out filler cells and counting taps, the final layout contains approximately 120. The number of synthesized register bits is 18. In this run, CTS created clock tree buffers numbering 3. The overall routing resource usage is slightly above 3%. After layout, the worst path uses 87.3% of the clock period. The count of hold-fix buffers inserted at cts is 0.

The top cell type's share of synthesized area is about 35%. The maximum frequency from static timing analysis is a little over 400 MHz. The number of register pins that no clock reaches is 3. The tally of unique sky130hd cells used after synthesis is 19. In this run the number of H-tree levels came out at 1. The destination of the worst register-to-register timing path is USER.ser_data$_DFFE_PN0N_. The number of placement rows is 25. Per the gpl log, the routability congestion estimate is 0.795. The final-report max-slew violation count is 0.

OpenSTA lists the critical path endpoint as TX_OUT. The total wirelength of the detailed-routed design is 1.08 mm. Checking hold timing, the worst path is listed with class reg2reg.

The maximum cell stage delay along the critical path is 480 ps. The area of combinational cells with multiple inputs is 206 um2. The clock network power share is ~40%. The number of iterations in the first detailed-routing pass is 2. The DRC violation total after the first TritonRoute iteration is 4.

In this run the remaining antenna-violating nets after routing total 0. The sequential standard cell area is 460 um2. For the final routed database, the setup TNS stands at 0 ps.

The origin of the critical flop-to-flop path is USER.bits_count[0]$_DFF_PN0_. The total of fill cells in the finished design is 481. The number of placed instances, taps included is 114.

In the final run the clock tree shows a worst skew of ~1.4 ps. In this run, flip-flops and latches consume 56.6% of the power. The required time reported for the critical path endpoint is 2240 ps. The arrival time of the worst setup path is 1890 ps.
## layer usage
| metal | track usage (%) | wire length (um) |
|---|---|---|
| met5 | 0 | 0 |
| met4 | 0.145 | 5 |
| met3 | 2.57 | 95 |
| met2 | 4.12 | 407 |
| met1 | 3.75 | 571 |
## worst min-delay path by stage
stage                               end  depth (start not counted)
finish        USER.ser_data$_DFFE_PN0N_                          1
CTS           USER.ser_data$_DFFE_PN0N_                          1
global route  USER.ser_data$_DFFE_PN0N_                          1
## kinds of logic after synthesis
| logic type | Yosys count | synth area share, % |
|---|---|---|
| simple gates | 15 | 11.6 |
| compound gates | 4 | 4.43 |
| flops | 15 | 61.3 |
| mux | 3 | 6.27 |
| fa+ha+maj | 3 | 5.54 |
| xor+xnor | 2 | 2.58 |
| latches | 3 | 6.64 |
| buf+inv | 3 | 1.66 |
## registers in the layout, summed over array words and instances, names as in the netlist
| name | flops |
|---|---|
| USER.bits_count | 3 |
| UFSM.next_state | 3 |
| UFSM.current_state | 3 |
| USER.IN_DATA | 8 |
| USER.ser_data | 1 |
## layout make-up
class | count | share of cell area, %
sequential | 18 | 50.5
multi-input combinational | 27 | 22.7
timing repair buffer | 12 | 13.2
tap | 54 | 7.42
clock buffer | 4 | 4.95
inverter | 3 | 1.24
## per-stage QoR
stage	cell area, um2	power [mW]
floorplan	678	0.244
global placement	866	0.260
detailed placement	866	0.261
CTS	911	0.427
global route	911	0.439
finish	911	0.419
## layout by cell type, fill, tap and decap left out, types with 2 or more instances in the layout
master and n:
sky130_fd_sc_hd__mux2i_1 2, sky130_fd_sc_hd__ha_1 3, sky130_fd_sc_hd__dfrtp_1 7, sky130_fd_sc_hd__edfxtp_1 8, sky130_fd_sc_hd__clkbuf_8 3, sky130_fd_sc_hd__and2_1 3
sky130_fd_sc_hd__nor2_1 6, sky130_fd_sc_hd__nand2b_1 3, sky130_fd_sc_hd__clkdlybuf4s50_1 12, sky130_fd_sc_hd__inv_1 3, sky130_fd_sc_hd__dlxtn_1 3
## worst max-delay path: cells and delay by family, from the launching register on
family	cells	cell delay [ps]
AND/OR/NAND/NOR	2	270
XOR/XNOR	1	160
flip-flops	1	410
buffers and inverters	1	480
adder cells (fa/ha/maj)	1	330
## cell usage after synthesis (2+ instances only)
cell	count
sky130_fd_sc_hd__and2_1	3
sky130_fd_sc_hd__inv_1	3
sky130_fd_sc_hd__nor2_1	6
sky130_fd_sc_hd__edfxtp_1	8
sky130_fd_sc_hd__ha_1	3
sky130_fd_sc_hd__dfrtp_1	7
sky130_fd_sc_hd__mux2i_1	2
sky130_fd_sc_hd__nand2b_1	3
sky130_fd_sc_hd__dlxtn_1	3
## power groups by stage
stage	clock, mW	sequential, mW	combinational (mW)
CTS	0.170	0.237	0.0193
global route	0.180	0.237	0.0208
finish	0.163	0.237	0.0189
No activity file was given, so power comes from the tool's default toggle rates.
