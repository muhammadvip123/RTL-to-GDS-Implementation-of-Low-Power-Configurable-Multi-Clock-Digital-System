==> design/flow/run.sh <==
#!/bin/bash
# OpenROAD 26Q1-2900-gdf79404cd8, Yosys 0.63+post, stock flow scripts
make -C /OpenROAD-flow-scripts/flow DESIGN_CONFIG=/design/flow/config.mk WORK_HOME=/design/flow/orfs finish
==> design/flow/config.mk <==
export PLATFORM = sky130hd
export DESIGN_NAME = Register_File
export DESIGN_NICKNAME = Register_File
export VERILOG_FILES = /design/flow/design.v
export SDC_FILE = /design/flow/constraint.sdc
export NUM_CORES = 4
export LEC_CHECK = 1
export CORE_UTILIZATION = 50
==> design/flow/constraint.sdc <==
current_design Register_File

set clk_period 1.3
set clk_io_pct 0.2

create_clock -name clk0 -period $clk_period [get_ports {clk}]

set non_clock_inputs [all_inputs -no_clocks]
set_input_delay [expr $clk_period * $clk_io_pct] -clock clk0 $non_clock_inputs
set_output_delay [expr $clk_period * $clk_io_pct] -clock clk0 [all_outputs]
==> design/flow/design.v <==
module Register_File #
(parameter mem_width=16,
 parameter mem_Depth=8,
 parameter add_width=4)
(
input  wire  [mem_width-1:0]  WrData,
input  wire  [add_width-1:0]  Address,
input  wire                   Wr_En,Rd_EN,clk,rst,
output reg   [mem_width-1:0]  Rd_Data
);
reg [mem_width-1:0] Reg_File [mem_Depth-1:0];
always @(posedge clk or negedge rst)
begin
if(!rst)
begin
Reg_File[0]<=8'b0;
Reg_File[1]<=8'b0;
Reg_File[2]<=8'b0;
Reg_File[4]<=8'b0;
Reg_File[5]<=8'b0;
Reg_File[6]<=8'b0;
Reg_File[7]<=8'b0;
end
else if(Wr_En)
begin
Reg_File[Address]<=WrData;
end
else if(Rd_EN)
begin
Rd_Data<=Reg_File[Address];
end
end
endmodule
==> results.yml <==
# generated from flow reports
run_status:
  run_status: "finished, final reports clean"
flow_run:
  maxCapViolCount: 0
  stage_log_warning_count: 27
drt:
  route.detailed.vias_per_inst: 5.54
  num_antenna_cells: 0
  wire_per_inst_um: 20.3
  initialDrtViolationCount: 185
  drtAntennaViolNets: 0
  total_routed_wirelength_um: 13700
  routed-via-count: 3759
  drt_first_pass_iters: 4
  remaining_drc_errors: 0
logic_synthesis:
  seq_area_frac_synth: 0.589
  postSynthCellCount: 419
  netlist_logic_family_top: "multiplexers"
  synthesis.area_sq_um: 6390
  xor_share: 0
  mux_share: 0.275
  yosys_register_bits: 144
  cell_variety_after_synth: 35
  ys_warn_count: 2
  and_or_or_and_share_of_the_synthesized_area: 0.0590
  ys_area_sq_um: 6390
  syn_avg_cell_area_sq_um: 15.2
  count_of_instantiated_cells_in_the_yosys_netlist: 419
  simple_gate_area_frac: 0.0404
  fa_ha_maj_area_frac: 0
global_route:
  grt_use_met1: 0.418
  grt_util_met3: 0.0595
  antenna_found_initial: 0
  largest_net_degree_at_the_start_of_global_routing: 53
  globalRoute.totalOverflow: 0
  globalRouteMet2Util: 0.361
  grt.busiest_layer: "met1"
  global_route.usage.total: 0.246
  via_count_of_the_first_global_routing_pass: 3986
  grt_first_pass_wirelength_um: 22600
cts:
  clk-insertion-delay-late_ns: 0.41
  cts_inserted_buffers: 17
  numClockSinks: 144
  clock_tree.root_cell: "sky130_fd_sc_hd__clkbuf_16"
  post-cts-setup-buffer-count: 0
  htree_levels: 4
  cts_tree: "done"
  maximum_buffer_depth_of_the_clock_tree: 2
  clkSlewWorstSetupHoldPaths_ns: 0.06
floorplan:
  row_count: 40
  die_area_sq_um: 13200
  core_util_floorplan: 0.523
  die_x_um: 115
  core-area_sq_um: 12200
  die-height_um: 115
  io_pins: 40
timing:
  tightest_pin_transition_ns: 0.675
  fin_crit_sh: 0.961
  hold_viol: 0
  fmaxAchievable_ghz: 0.801
  period_needed_ns: 1.25
  setup-violations-final: 0
  timing.setup.tns_ns: 0
  maxSlewHeadroom: 0.550
  rsz0062_at_grt: "no"
  slew_violations: 0
  largest_clock_skew_in_the_final_design_ns: 0.00410
worst_setup_path:
  critical_path_arrival_ns: 0.99
  setup.worst_path.start_class: "flop"
  timing.critical_path.buf_inv: 1
  cell_count_of_the_worst_reg_to_reg_path: 3
  worst_setup_path_end_kind: "output port"
  critical-path-top-delay-family: "flip-flops"
  timing.rr.end: "Rd_Data[4]"
  critical-path-max-stage-delay_ns: 0.35
  critical_path_cell_sequence: "dlygate4sd2_1"
  ff2ff_setup_slack_ns: 0.18
  slowest_stage: "sky130_fd_sc_hd__edfxtp_1"
  crit_required_ns: 1.04
  r2r-start: "Reg_File[2][4]"
  worst-setup-path-type: "flop to output port"
  crit_path_max_fanout: 1
finish:
  postLayoutCellArea_sq_um: 7870
  utilization: 0.645
  final_layout_size_suffix_gt1_frac: 0.408
  layout_top_cell_excl_fill_tap: "sky130_fd_sc_hd__dfrtp_1"
  commonest_cells_after_routing_fill_and_taps_aside: "112 x sky130_fd_sc_hd__dfrtp_1, 74 x sky130_fd_sc_hd__mux2_2, 46 x sky130_fd_sc_hd__mux2i_1"
  syn_to_final_growth_pct: 23.3
placement:
  port-buffer-count: 38
  placement.cell_area_sq_um: 7360
  gpl_wtd_cong: 0.838
  dp_hpwl_um: 9030
hold_path:
  worstHoldPathType: "input port to asynchronous set/reset pin"
power_and_ir_drop:
  power.ir.vdd_worst_uv: 1280
  cellLeakagePower_uw: 0.00340
  p_per_area_nw_per_um2: 1530
  fin_total_pwr_uw: 12000
-- sequential cells by signal (all words and copies together), names as in the netlist --
signal and cells:
Reg_File 128, Rd_Data 16
-- how the worst max path moves through the flow --
| stage | cells past startpoint | to | start | slack [ns] |
|---|---|---|---|---|
| finish | 1 | Rd_Data[12] | Rd_Data[12] | 0.05 |
| CTS | 1 | Rd_Data[3] | Rd_Data[3] | 0.0001 |
| global route | 1 | Rd_Data[14] | Rd_Data[14] | 0.002 |
-- synthesized netlist by cell type (all sizes together) --
library cell / count / share of area
nor3: 2 / 0.0051
a21oi: 1 / 0.00078
and3: 1 / 0.0012
nor3b: 12 / 0.014
inv: 5 / 0.0029
dfrtp: 112 / 0.44
or3: 1 / 0.00098
nand2: 3 / 0.0018
buf: 21 / 0.026
nand4: 1 / 0.0020
clkbuf: 7 / 0.0072
or2: 1 / 0.00098
o22ai: 15 / 0.015
nand2b: 4 / 0.0063
a31oi: 2 / 0.0020
a211o: 1 / 0.0014
nand3: 1 / 0.00078
nor2b: 1 / 0.00098
edfxtp: 32 / 0.15
a221oi: 4 / 0.0055
nor2: 6 / 0.0039
o22a: 15 / 0.021
nand4b: 1 / 0.0023
mux2: 112 / 0.20
mux2i: 46 / 0.072
a22oi: 1 / 0.0012
a211oi: 11 / 0.013
-- through the flow --
step           hold slack (ns)  std cells  setup slack, ns
2_1_floorplan          -0.0356        419           -0.163
3_3_place_gp             0.287        647           -0.688
3_5_place_dp             0.288        647           -0.697
4_1_cts                 0.0387        678         0.000100
5_1_grt                 0.0578        678          0.00226
6_report                0.0130        678           0.0511
-- worst reg2reg max path, stage by stage, from the launching register on --
cell and delay, ns:
sky130_fd_sc_hd__dfrtp_1 0.37, sky130_fd_sc_hd__nor3b_1 0.23, sky130_fd_sc_hd__a211oi_1 0.10, sky130_fd_sc_hd__o22a_1 0.17
-- kinds of logic after synthesis --
logic type / after synthesis
buffers and inverters: 33
AND/OR/NAND/NOR: 34
flip-flops: 144
AND-OR/OR-AND: 50
multiplexers: 158
-- layout make-up --
type,count,area (sq um)
clock buffers,24,482
clock inverters,6,35.0
fillers,927,4340
inverters,5,18.8
multi-input cells,242,2530
flip-flops and latches,144,3760
well taps,168,210
repair buffers,89,830
-- power breakdown --
| group | total, uW | leakage, uW | switching, uW | internal, uW |
|---|---|---|---|---|
| clock | 4240 | 0.000252 | 1690 | 2550 |
| combinational | 1920 | 0.00151 | 724 | 1190 |
| sequential | 5860 | 0.00164 | 407 | 5460 |
| total | 12000 | 0.00340 | 2820 | 9200 |
-- layer usage --
layer  wire [um]  up-vias  share of wire
li1            -     1733              -
met1        6510     1929           0.47
met2        6340       87           0.46
met3         757       10          0.055
met4         140        0          0.010
met5           0        -              0
-- timing repair --
action                     CTS  global route
hold buffers                 1             0
hold endpoints to repair    14             0
setup endpoints to repair  156            50
resized                     24            16
Power and IR drop assume default switching activity.
